==> design/flow/design.v <==
module BIT_SYNC #(parameter NUM_STAGES = 2)
(
    input   wire         ASYNC   ,
    input   wire         CLK     ,
    input   wire         RST     ,
    output  wire         SYNC    
);
    wire     [NUM_STAGES - 1 : 0]     Q;
    genvar i;
    assign SYNC = Q[NUM_STAGES - 1];
    generate
        for(i = 0 ; i < NUM_STAGES ; i = i + 1)
            begin
                if(i == 0)
                    REG    U0  (.D(ASYNC), .CLK(CLK), .RST(RST), .Q(Q[i]));
                else
                    REG    U0  (.D(Q[i-1]), .CLK(CLK), .RST(RST), .Q(Q[i]));
            end
    endgenerate
endmodule
module BUS_SYNC #(parameter NUM_STAGES = 2, parameter BUS_WIDTH = 4)
(
    input   wire    [BUS_WIDTH - 1 : 0]     ASYNC   ,
    input   wire                            CLK     ,
    input   wire                            RST     ,
    output  wire    [BUS_WIDTH - 1 : 0]     SYNC    
);
    genvar  i;
generate
    for (i = 0 ; i < BUS_WIDTH ; i = i + 1 ) begin
        BIT_SYNC    #(.NUM_STAGES(NUM_STAGES))  U0  (.ASYNC(ASYNC[i]), .CLK(CLK), .RST(RST), .SYNC(SYNC[i]));
    end
endgenerate 
endmodule
module Binary_coding #(
    parameter ADDR_WIDTH = 4
) (
    input wire      [ADDR_WIDTH - 1 : 0]   Grey,
    output wire     [ADDR_WIDTH - 1 : 0]   Binary
);
    genvar i;
    assign Binary[ADDR_WIDTH - 1]    = Grey[ADDR_WIDTH - 1];
    generate
        for (i = 0; i < ADDR_WIDTH - 1; i = i + 1)
            begin
                assign Binary[i] = Grey[i] ^ Binary[i+1];
            end
    endgenerate
endmodule
module FIFO_CMP  #(parameter ADDR_WIDTH = 4)(
    input   wire    [ADDR_WIDTH : 0]            write_addr,
    input   wire    [ADDR_WIDTH : 0]            write_addr_sync,
    input   wire    [ADDR_WIDTH : 0]            read_addr,
    input   wire    [ADDR_WIDTH : 0]            read_addr_sync,
    output  reg                                 FULL_flag,
    output  reg                                 EMPTY_flag        
);
    always @(*) begin
        if(write_addr[ADDR_WIDTH - 1 : 0] == read_addr_sync[ADDR_WIDTH - 1 : 0] &&write_addr[ADDR_WIDTH] != read_addr_sync[ADDR_WIDTH] )
            FULL_flag = 1;
        else
            FULL_flag = 0;
    end
    always @(*) begin
        if(read_addr == write_addr_sync)
            EMPTY_flag = 1;
        else
            EMPTY_flag = 0;
    end
endmodule
module Grey_coding #(parameter ADDR_WIDTH = 4)(
    input wire      [ADDR_WIDTH - 1 : 0]   Binary,
    output wire     [ADDR_WIDTH - 1 : 0]   Grey
);
    genvar i;
    assign Grey[ADDR_WIDTH - 1]    = Binary[ADDR_WIDTH - 1];
    generate 
        for (i = 0; i < ADDR_WIDTH - 1; i = i + 1)
            begin
                assign Grey[i] = Binary[i] ^ Binary[i+1];
            end
    endgenerate
endmodule
module RAM_module  #(parameter DATA_WIDTH = 8, ADDR_WIDTH = 4)
(
    input   wire    [DATA_WIDTH - 1:0]      Data_in,
    input   wire    [ADDR_WIDTH - 1:0]      write_addr,
    input   wire    [ADDR_WIDTH - 1:0]      raed_addr,
    input   wire                            WEN,
    input   wire                            CLK,
    input   wire                            RST,
    output  wire    [DATA_WIDTH - 1:0]      Data_out
);
reg [DATA_WIDTH - 1 : 0] RAM [2**ADDR_WIDTH - 1 : 0];
integer k;
assign  Data_out = RAM[raed_addr];
always @(posedge CLK , negedge RST) begin
    if (!RST) begin
        for(k = 0; k < 2**ADDR_WIDTH; k = k + 1) 
            begin
                RAM[k] <= 'b0;
            end
    end else begin
        if(WEN)     RAM[write_addr] <= Data_in;
    end
end
endmodule 
module REG #(parameter BUS_WIDTH = 1)
(   
    input   wire    [BUS_WIDTH - 1 : 0]     D   ,
    input   wire                            CLK ,
    input   wire                            RST ,
    output  reg     [BUS_WIDTH - 1 : 0]     Q   
);
    always @(posedge CLK, negedge RST) begin
        if(!RST)
            Q   <=  'b0;
        else
            Q   <=  D;
    end
endmodule
module Tx_FIFO #(parameter DATA_WIDTH = 49, ADDR_WIDTH = 4) (
    input   wire    [DATA_WIDTH - 1 : 0]        Data_in,
    input   wire                                W_EN,
    input   wire                                W_CLK,
    input   wire                                R_EN,
    input   wire                                R_CLK,
    input   wire                                W_RST,
    input   wire                                R_RST,
    output  wire    [DATA_WIDTH - 1 : 0]        Data_out,
    output  wire                                FULL_flag,
    output  wire                                EMPTY_flag,
    output  wire    [ADDR_WIDTH     : 0]        empty_loc
);
    wire    [ADDR_WIDTH : 0]   write_ptr_reg, read_ptr_reg;
    wire    [ADDR_WIDTH : 0]   write_ptr_grey, read_ptr_grey;
    wire    [ADDR_WIDTH : 0]   write_ptr_sync, read_ptr_sync;
    wire    [ADDR_WIDTH : 0]   write_ptr_grey_sync, read_ptr_grey_sync;
    wire    [DATA_WIDTH - 1 : 0]        s_Data_out;
    assign  Data_out = EMPTY_flag? 'b0: s_Data_out;
write_ptr #(.ADDR_WIDTH (ADDR_WIDTH)) write_ptr_module (
                            .RST(W_RST),       
                            .W_CLK(W_CLK),     
                            .Winc(W_EN),
                            .write_ptr_reg(write_ptr_reg),
                            .write_ptr_grey(write_ptr_grey)
);
read_ptr #(.ADDR_WIDTH (ADDR_WIDTH)) read_ptr_module (
                            .RST(R_RST),       
                            .R_CLK(R_CLK),     
                            .Rinc(R_EN),  
                            .read_ptr_reg(read_ptr_reg),
                            .read_ptr_grey(read_ptr_grey)
);
FIFO_CMP #(.ADDR_WIDTH(ADDR_WIDTH)) FIFO_CMP_module (
.write_addr(write_ptr_reg),
.write_addr_sync(write_ptr_sync),
.read_addr(read_ptr_reg),
.read_addr_sync(read_ptr_sync),
.FULL_flag(FULL_flag),
.EMPTY_flag(EMPTY_flag)           
);
BUS_SYNC #(.NUM_STAGES(2), .BUS_WIDTH(ADDR_WIDTH + 1))    BUS_SYNC_write(     
                            .ASYNC(write_ptr_grey)   ,
                            .CLK(R_CLK)     ,
                            .RST(R_RST)     ,
                            .SYNC(write_ptr_grey_sync)    
);
BUS_SYNC  #(.NUM_STAGES(2), .BUS_WIDTH(ADDR_WIDTH + 1))  BUS_SYNC_read(
                            .ASYNC(read_ptr_grey)   ,
                            .CLK(W_CLK)     ,
                            .RST(W_RST)     ,
                            .SYNC(read_ptr_grey_sync)    
);
Binary_coding #(.ADDR_WIDTH(ADDR_WIDTH + 1)) G_B_write (
                .Grey(write_ptr_grey_sync),
                .Binary(write_ptr_sync)
);
Binary_coding #(.ADDR_WIDTH(ADDR_WIDTH + 1)) G_B_read (
                .Grey(read_ptr_grey_sync),
                .Binary(read_ptr_sync)
);
empty_locations #(.ADDR_WIDTH(ADDR_WIDTH)) emp_loc_cal (
                .write_addr(write_ptr_reg),
                .read_addr(read_ptr_sync),
                .empty_loc(empty_loc)    
);
RAM_module #(.DATA_WIDTH(DATA_WIDTH), .ADDR_WIDTH(ADDR_WIDTH))  U0 (
                .Data_in(Data_in),
                .write_addr(write_ptr_reg[ADDR_WIDTH - 1 : 0]),
                .raed_addr(read_ptr_reg[ADDR_WIDTH - 1 : 0]),
                .WEN(W_EN),
                .CLK(W_CLK),
                .RST(W_RST),
                .Data_out(s_Data_out)
);
endmodule
module empty_locations #(
    parameter ADDR_WIDTH = 4
) (
    input   wire    [ADDR_WIDTH     : 0]    write_addr,
    input   wire    [ADDR_WIDTH     : 0]    read_addr,
    output  reg     [ADDR_WIDTH     : 0]    empty_loc
);
    localparam SIZE = 2**ADDR_WIDTH ;
    always @(*) begin
        if (write_addr >= read_addr) begin
            empty_loc = SIZE - (write_addr - read_addr);
        end
        else if (write_addr < read_addr) begin
            empty_loc = read_addr - write_addr;
        end
        else
            empty_loc = SIZE - (write_addr - read_addr);
    end
endmodule
module read_ptr#(parameter ADDR_WIDTH = 4)(
    input   wire                                RST         ,
    input   wire                                R_CLK       ,
    input   wire                                Rinc        ,
    output  reg     [ADDR_WIDTH : 0]       read_ptr_grey,    
    output  reg     [ADDR_WIDTH : 0]       read_ptr_reg    
);
    wire    [ADDR_WIDTH : 0]    read_ptr_grey_updated;
    wire    [ADDR_WIDTH : 0]    read_ptr_updated;
    wire    [ADDR_WIDTH : 0]    read_ptr_binary;
    always @(posedge R_CLK, negedge RST) begin
        if (!RST) begin
            read_ptr_reg <= 'b0;
        end else begin
            if (Rinc) begin
                read_ptr_reg <= read_ptr_reg + 'b1;
            end 
        end
    end
    always @(posedge R_CLK, negedge RST) begin
        if (!RST) begin
            read_ptr_grey <= 'b0;
        end else begin
            if (Rinc) begin
                read_ptr_grey <= read_ptr_grey_updated;
            end 
        end
    end
    Binary_coding #(.ADDR_WIDTH(ADDR_WIDTH + 1)) binary_coding_read(
                                .Grey(read_ptr_grey),
                                .Binary(read_ptr_binary)
    );
    assign read_ptr_updated = read_ptr_binary + 'b1;
    Grey_coding #(.ADDR_WIDTH(ADDR_WIDTH + 1)) grey_coding_read(
                                .Binary(read_ptr_updated),
                                .Grey(read_ptr_grey_updated)
    );
endmodule
module write_ptr #(parameter ADDR_WIDTH = 4)(
    input   wire                                RST         ,
    input   wire                                W_CLK       ,
    input   wire                                Winc        ,
    output  reg    [ADDR_WIDTH : 0]         write_ptr_grey,
    output  reg    [ADDR_WIDTH : 0]         write_ptr_reg  
);
    wire    [ADDR_WIDTH : 0]    write_ptr_grey_updated;
    wire    [ADDR_WIDTH : 0]    write_ptr_updated;
    wire    [ADDR_WIDTH : 0]    write_ptr_binary;
    always @(posedge W_CLK, negedge RST) begin
        if (!RST) begin
            write_ptr_reg <= 'b0;
        end else begin
            if (Winc) begin
                write_ptr_reg <= write_ptr_reg + 'b1;
            end
        end
    end
    always @(posedge W_CLK, negedge RST) begin
        if (!RST) begin
            write_ptr_grey <= 'b0;
        end else begin
            if (Winc) begin
                write_ptr_grey <= write_ptr_grey_updated;
            end
        end
    end
    Binary_coding #(.ADDR_WIDTH(ADDR_WIDTH + 1)) binary_coding_write(
                                .Grey(write_ptr_grey),
                                .Binary(write_ptr_binary)
    );
    assign write_ptr_updated = write_ptr_binary + 'b1;
    Grey_coding #(.ADDR_WIDTH(ADDR_WIDTH + 1)) grey_coding_write(
                                .Binary(write_ptr_updated),
                                .Grey(write_ptr_grey_updated)
    );
endmodule
==> design/flow/run.sh <==
#!/bin/bash
# OpenROAD 26Q1-2900-gdf79404cd8, Yosys 0.63+post, stock flow scripts
make -C /OpenROAD-flow-scripts/flow DESIGN_CONFIG=/design/flow/config.mk WORK_HOME=/design/flow/orfs finish
==> design/flow/config.mk <==
export PLATFORM = sky130hd
export DESIGN_NAME = Tx_FIFO
export DESIGN_NICKNAME = Tx_FIFO
export VERILOG_FILES = /design/flow/design.v
export SDC_FILE = /design/flow/constraint.sdc
export NUM_CORES = 4
export LEC_CHECK = 1
export CORE_UTILIZATION = 50
==> design/flow/constraint.sdc <==
current_design Tx_FIFO

set clk_period 12.5
set clk_io_pct 0.2

create_clock -name clk0 -period $clk_period [get_ports {R_CLK}]
create_clock -name clk1 -period $clk_period [get_ports {W_CLK}]

set non_clock_inputs [all_inputs -no_clocks]
set_input_delay [expr $clk_period * $clk_io_pct] -clock clk0 $non_clock_inputs
set_output_delay [expr $clk_period * $clk_io_pct] -clock clk0 [all_outputs]
==> flow_metrics.env <==
# implementation run metrics
export IMPL_tool_warnings=39
export IMPL_path_class="reg -> out"
export IMPL_cp_slowest_cell="inv_2"
export IMPL_pwr_density_cell_nw_per_um2=304
export IMPL_rsz0062_at_grt="false"
export IMPL_skew_ps=11.5
export IMPL_vias_per_cell=6.40
export IMPL_path_cells="buf_4 > inv_2 > buf_4 > nand2_1 > o21ai_0 > a311oi_1 > a311oi_1 > clkdlybuf4s50_1"
export IMPL_largest_register="U0.RAM"
export IMPL_syn2layout_area_growth_pct=12.9
export IMPL_cp_start_kind="flop"
export IMPL_overflow=0
export IMPL_post_cts_resized=0
export IMPL_synth_edff_count=0
export IMPL_synthArstFlopShare=1.00
export IMPL_flop_area_um2=20600
export IMPL_firstDrtPassIters=8
export IMPL_hold_path_class="reg -> reg"
export IMPL_crit_fanout=32
export IMPL_comb_area_um2=15700
export IMPL_required_ps=10000
export IMPL_ys_types=61
export IMPL_die_w_um=275
export IMPL_cpPeakStageDelay_ps=630
export IMPL_power_switching_mw=4.57
export IMPL_cts_setup_buffers=0
export IMPL_drtAntennaViolNets=0
export IMPL_ys_ff=824
export IMPL_drc=0
export IMPL_synth_top_cell_area_share=0.552
export IMPL_drive_gt1_frac=0.360
export IMPL_antenna_found_initial=3
export IMPL_intPower_mw=8.26
export IMPL_pwr_share_clk=0.201
export IMPL_top_area_cell="dfrtp_1"
export IMPL_chip_area_um2=75900
export IMPL_grt_pass1_wl_um=167000
export IMPL_postRouteWirelength_um=109000
export IMPL_io_buffers=109
export IMPL_routedWlPerCell_um=28.3
export IMPL_max_slew_margin=0.347
export IMPL_clk_pin_slew_ps=60
export IMPL_dpl_cell_count=3722
export IMPL_cts_sinks=824
export IMPL_ys_warn_count=7
export IMPL_io_pins=111
export IMPL_ys_flop_type="dfrtp_1"
export IMPL_first_global_vias=25800
export IMPL_netlist_area_um2=37400
export IMPL_avgSynthCellArea_um2=13.2
export IMPL_cap_viol_max_count=0
export IMPL_largest_reg_flops=784
export IMPL_drt_initial_drc_count=1857
export IMPL_p_leak_nw=18.2
export IMPL_cts_tree="done"
export IMPL_reg_top3="U0.RAM x784, BUS_SYNC_read.genblk1.U0.genblk1.genblk1.U0.Q x10, BUS_SYNC_write.genblk1.U0.genblk1.genblk1.U0.Q x10"
export IMPL_power_frac_seq=0.363
export IMPL_hold_viol=0
export IMPL_yosys_area_um2=37400
export IMPL_ys_seq_share=0.552
export IMPL_rows=99
export IMPL_initial_core_util=0.509
export IMPL_ys_top_cells_by_area="dfrtp_1, mux2_2, a22oi_1"
export IMPL_combinationalPowerShare=0.436
export IMPL_core_area_um2=73500
export IMPL_slew_violations=0
export IMPL_track_usage=0.314
export IMPL_tightestPinTransition_ps=954
export IMPL_outcome="completed"
export IMPL_dp_hpwl_um=60400
export IMPL_switching_share=0.356
export IMPL_ys_cells=2843
export IMPL_syn_inst=2843
export IMPL_setup_tns_ps=0
export IMPL_fillers=5664
export IMPL_cp_arrival_ps=4580
export IMPL_fp_dieH_um=275
export IMPL_vias=24800
export IMPL_setup_viol=0
export IMPL_ir_worst_vdd_mv=0.198
export IMPL_power_mw=12.8
export IMPL_grt_max_degree=137
export IMPL_gp_congestion=0.844
export IMPL_end_kind="output pin"
export IMPL_final_cells=3873
export IMPL_hold_buffers=0
metal layers:
metal / vias to the layer above / track usage / routed length [um]
met4: 4 / 0.0768 / 3140
met1: 13000 / 0.470 / 45900
met3: 194 / 0.0967 / 9020
met2: 925 / 0.472 / 51400
li1: 10600 / - / -
met5: - / 0 / 32
final cells by class:
type,count,area share
Sequential cell,824,0.489
Antenna cell,1,0.0000593
Timing Repair Buffer,190,0.0410
Clock buffer,135,0.0643
Inverter,27,0.00240
Tap cell,959,0.0284
Multi-Input combinational cell,1722,0.372
Clock inverter,15,0.00350
metrics by stage:
step	hold WS [ps]	util	instance area [um2]	worst slack (ps)
after floorplan	331	-	37400	7420
after global placement	332	0.536	39400	5730
after detailed placement	335	0.536	39400	5760
after CTS	3.58	0.575	42200	5400
after global routing	14.7	0.575	42200	5170
final	28.2	0.575	42200	5420
worst paths after layout:
check | from | endpoint | slack [ps] | cells past startpoint
max in group clk1 | W_EN | U0.RAM[1][28] | 7850 | 7
min reg2reg | read_ptr_module.read_ptr_grey[2] | flop | 30 | 0
max in group asynchronous | W_RST | U0.RAM[5][36] | 7920 | 4
min in group clk0 | flop | flop | 350 | 0
min | read_ptr_module.read_ptr_grey[2] | flop | 30 | 0
min in group asynchronous | W_RST | U0.RAM[10][10] | 1880 | 1
max | read_ptr_module.read_ptr_reg[2] | Data_out[39] | 5420 | 8
max reg2reg | write_ptr_module.write_ptr_reg[2] | U0.RAM[5][44] | 9240 | 5
cell usage in the layout (no fill, tap or decap), drive strengths merged, types with 6 or more instances in the layout:
cell           synthesis  routed
and2                   6       6
nor3                  19      19
a222oi                45      45
mux4                   7       7
inv                   27      30
nand3                 54      54
a22oi                 95      95
xor2                  10      10
mux2                 801     801
nand4                  7       7
a311oi                32      32
clkinv                 0      10
a2111oi                8       8
o22ai                 19      19
nor2b                 11      11
a32o                  11      11
xnor2                 27      27
o211ai                 6       6
a211oi                21      21
a22o                  29      29
a32oi                 17      17
a21oi                 56      56
nand2                 99      99
buf                  160      82
clkbuf               110     135
nor2                  70      70
ha                    21      21
clkdlybuf4s50          0     108
dfrtp                824     824
o21ai                 86      86
a221oi                54      54
mux2i                 50      50
a31oi                 15      15
cell families after synthesis:
group,count (synthesis),share of synthesized area
mux,858,0.259
flops,824,0.552
compound gates,520,0.104
buf+inv,297,0.0336
simple gates,280,0.0334
xor+xnor,38,0.00927
fa+ha+maj,26,0.00971
synth_stat cells, types with 15 or more instances:
cell and instances:
a211oi_1 21, mux2_2 801, xnor2_1 27, nor3_1 19, inv_1 27, nor2_1 70
clkbuf_1 110, ha_1 21, mux2i_1 50, a21oi_1 56, buf_1 74, a22o_1 29
nand2_1 99, a32oi_1 17, o22ai_1 19, a22oi_1 95, buf_2 78, a311oi_1 32
a222oi_1 45, o21ai_0 86, a221oi_1 54, a31oi_1 15, dfrtp_1 824, nand3_1 54
critical path, delay by kind of cell (launching register included):
| family | cells | cell delay [ps] |
|---|---|---|
| compound gates | 3 | 990 |
| simple gates | 1 | 540 |
| buf+inv | 4 | 2100 |
| flops | 1 | 620 |
power groups by stage:
stage / Clock [mW] / Sequential [mW] / Combinational (mW)
5_1_grt: 2.72 / 4.82 / 6.05
6_report: 2.57 / 4.66 / 5.59
4_1_cts: 2.62 / 4.65 / 5.61
Power is estimated from default activity; no workload was simulated.
